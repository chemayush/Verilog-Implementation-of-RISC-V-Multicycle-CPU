## flow/design.v

```verilog
module ALU(input[31:0]          a, b,
           input[3:0]           control, 
			  input					  JALR_LSB,
           output reg[31:0]     out,
           output               Zero, ALUb31, Cout);
reg [32:0] sum;
always @(a, b, control) begin
    case (control) 
        4'b0000: begin
            sum = a + b;
				if (JALR_LSB) out = {sum[31:1], 1'b0};  
				else out = sum[31:0];  
        end
        4'b0001: begin 
            sum = a + ~b + 1;  
            out = sum[31:0];
        end 
        4'b0010: out = a & b;  
        4'b0011: out = a | b;  
        4'b0100: out = a ^ b;  
        4'b0101: out = ($signed(a) < $signed(b));  
        4'b0110: out = ($unsigned(a) < $unsigned(b));  
        4'b0111: out = $signed(a) >>> $signed(b[4:0]);  
        4'b1000: out = a >> b[4:0];   
        4'b1001: out = (a >> b[4:0]) | ({32{a[31]}} << (32 - b[4:0]));   
        4'b1010: out = a >> b[4:0];  
        4'b1011: out = a << b[4:0];  
        4'b1100: out = b;  
        default: out = 0;
    endcase
end
assign Zero     = (out == 0) ? 1'b1 : 1'b0;
assign Cout     = sum[32];
assign ALUb31   = out[31];
endmodule
module aludecoder(input             opb5,
                  input[2:0]        funct3,
                  input             funct7b5,
                  input[1:0]        ALUop,
                  output reg[3:0]   ALUControl);
always @(*) begin
    case (ALUop)
        2'b00: ALUControl = 4'b0000;
        2'b01: ALUControl = 4'b0001;
        2'b11: ALUControl = 4'b1100;
        default: 
            case(funct3)
                3'b000: if (funct7b5 & opb5) ALUControl = 4'b0001;
                        else                 ALUControl = 4'b0000;
                3'b001: ALUControl = 4'b1011;  
                3'b010: ALUControl = 4'b0101;  
                3'b011: ALUControl = 4'b0110;  
                3'b100: ALUControl = 4'b0100;  
                3'b101: 
                    case ({funct7b5, opb5})
                        2'b11: ALUControl = 4'b0111;  
                        2'b01: ALUControl = 4'b1000;  
                        2'b10: ALUControl = 4'b1001;  
                        2'b00: ALUControl = 4'b1010;  
                    endcase
                3'b110: ALUControl = 4'b0011;  
                3'b111: ALUControl = 4'b0010;  
            endcase
    endcase
end
endmodule
module FSM(input                clk, rst,
           input[6:0]           op,
           input[2:0]           funct3,
           input                Zero, ALUb31, Cout,
           output               PCUpdate, Branch, AddrSrc, MemWrite, IRWrite, RegWrite,
           output[1:0]  	    ALUop,
           output[1:0]  	    ResultSrc, ALUSrcA, ALUSrcB,
           output               JALR_LSB,
           output[2:0]          MemOp,
			  output reg [3:0]			  state, nextState);
localparam [3:0] FETCH      = 4'b0000,
                 DECODE     = 4'b0001,
                 MEMADR     = 4'b0010,
                 MEMREAD    = 4'b0011,
                 MEMWB      = 4'b0100,
                 MEMWRITE   = 4'b0101,
                 EXECUTE_R  = 4'b0110,
                 ALUWB      = 4'b0111,
                 EXECUTE_I  = 4'b1000,
                 JAL        = 4'b1001,
                 BRANCH     = 4'b1010,
                 JALR 		 = 4'b1011,
                 LUI	       = 4'b1100,
					  AUIPC		 = 4'b1101,
					  JALR_UPDATE = 4'b1110;
reg [16:0]     controls;
reg				BranchInst;
reg				fromJALR;
initial
	state = FETCH;
always @(posedge clk) begin
			state = nextState;
end
always @(*) begin
    BranchInst = 0;
    case (state)
        FETCH: begin 
            nextState = DECODE;
				controls = 17'b1_0_0_1_0_00_10_00_10_0_000;   
        end
        DECODE: begin
            casez (op)
                7'b0000011: nextState = MEMADR;     
                7'b0100011: nextState = MEMADR;     
                7'b0110011: nextState = EXECUTE_R;  
                7'b0010011: nextState = EXECUTE_I;  
                7'b1101111: nextState = JAL;        
                7'b1100111: nextState = JALR;       
                7'b1100011: nextState = BRANCH;     
					 7'b0110111: nextState = LUI;			 
					 7'b0010111: nextState = ALUWB;      
                default:    nextState = FETCH; 
            endcase
			  if (op == 7'b0010111) 
					controls = 17'b0_0_0_0_0_00_00_00_01_0_000;   
			  else 
					controls = 17'b0_0_0_0_0_00_00_01_01_0_000;   
		  end
        MEMADR: begin
            nextState = op[5] ? MEMWRITE : MEMREAD;
            controls = 17'b0_0_0_0_0_00_00_10_01_0_000;
        end
        EXECUTE_R: begin
            nextState = ALUWB;
            controls = 17'b0_0_0_0_0_10_00_10_00_0_000;
        end
        EXECUTE_I: begin
            nextState = ALUWB;
            controls = 17'b0_0_0_0_0_10_00_10_01_0_000;
        end
        JAL: begin
            nextState = ALUWB;
            controls = 17'b1_0_0_0_0_00_00_01_10_0_000;
        end
		  JALR: begin
				nextState = JALR_UPDATE;
				controls = 17'b0_0_0_0_1_00_10_01_10_0_000;
		  end
		  JALR_UPDATE: begin
				nextState = FETCH;
				controls = 17'b1_0_0_0_0_00_10_10_01_1_000;
		  end
        BRANCH: begin
            nextState = FETCH;
            controls = 17'b0_0_0_0_0_01_00_10_00_0_000;
				BranchInst = 0;
            case (funct3)
                3'b000: BranchInst = Zero;      
                3'b001: BranchInst = !Zero;     
                3'b100: BranchInst = ALUb31;    
                3'b101: BranchInst = !ALUb31;   
                3'b110: BranchInst = Cout;      
                3'b111: BranchInst = !Cout;     
                default: BranchInst = 0;
            endcase
        end
		  LUI: begin
				nextState = ALUWB;
				controls = 17'b0_0_0_0_0_11_00_01_01_0_000 ;	 
		  end
        MEMREAD: begin
            nextState = MEMWB;
            controls = 17'b0_1_0_0_0_00_00_00_00_0_000;
				case (funct3)
                3'b000: controls[2:0] = 3'b001;   
                3'b001: controls[2:0] = 3'b010;   
                3'b010: controls[2:0] = 3'b011;   
                3'b100: controls[2:0] = 3'b100;   
                3'b101: controls[2:0] = 3'b101;   
                default: controls[2:0] = 3'b011;  
            endcase
        end
        MEMWRITE: begin
            nextState = FETCH;
            controls = 17'b0_1_1_0_0_00_00_00_00_0_000;
            case (funct3)
                3'b000: controls[2:0] = 3'b001;  
                3'b001: controls[2:0] = 3'b010;  
                3'b010: controls[2:0] = 3'b011;  
                default: controls[2:0] = 3'b011;  
            endcase
        end
        ALUWB: begin
            nextState = FETCH;
            controls = 17'b0_0_0_0_1_00_00_00_00_0_000;
        end
        MEMWB: begin
            nextState = FETCH;
				controls = 17'b0_0_0_0_1_00_01_00_00_0_000;
        end
    endcase
end
assign Branch 		= BranchInst;
assign PCUpdate 	= controls[16]; 
assign AddrSrc 	= controls[15];
assign MemWrite 	= controls[14];
assign IRWrite 	= controls[13];
assign RegWrite 	= controls[12];
assign ALUop		= controls[11:10];
assign ResultSrc	= controls[9:8];
assign ALUSrcA    = controls[7:6];
assign ALUSrcB    = controls[5:4];
assign JALR_LSB   = controls[3];
assign MemOp		= controls[2:0];
endmodule
module mux2(input[31:0]   a,
            input[31:0]   b,
            input         sel,
            output[31:0]  y);
assign y = sel ? b : a;
endmodule
module mux3(input[31:0]   a,
            input[31:0]   b,
            input[31:0]   c,
            input[ 1:0]   sel,
            output[31:0]  y);
assign y = sel[1] ? c : (sel[0] ? b : a);
endmodule
module mux4(input[31:0]   a,
            input[31:0]   b,
            input[31:0]   c,
            input[31:0]   d,
            input[ 1:0]   sel,
            output[31:0]  y);
assign y = sel[1] ? (sel[0] ? d : c) : (sel[0] ? b : a);
endmodule
module flipflop(input            clk, rst,
                input[31:0]      d,
                output reg[31:0] q);
always @(posedge clk or posedge rst) begin
    if (rst) q <= 0;
    else     q <= d;
end
endmodule
module flipflopen(input            clk, rst, en,
                 input[31:0]      d,
                 output reg[31:0] q);
always @(posedge clk or posedge rst) begin
    if (rst)        q <= 0;
    else if (en)    q <= d;
end
endmodule
module control(input                clk, rst,
               input[6:0]           op,
               input[2:0]           funct3,
               input                funct7b5,
               input                Zero, ALUb31, Cout,
               output               PCWrite, AddrSrc, MemWrite, IRWrite,
               output[1:0]          ResultSrc,
               output[3:0]          ALUControl,
               output[1:0]          ALUSrcA, ALUSrcB, 
               output[2:0]          ImmSrc,
               output               RegWrite, JALR_LSB, Branch,
               output[2:0]          MemOp,
					output[3:0]				state, nextState);
wire        PCUpdate;
wire[1:0]   ALUop;
FSM             stateFSM(clk, rst, op, funct3, Zero, ALUb31, Cout, PCUpdate, Branch, AddrSrc, MemWrite, IRWrite, RegWrite, ALUop, ResultSrc, ALUSrcA, ALUSrcB, JALR_LSB, MemOp, state, nextState);
aludecoder      alu_dec(op[5], funct3, funct7b5, ALUop, ALUControl);
imm_dec         immediate(op, ImmSrc);
assign PCWrite = PCUpdate | Branch;
endmodule
module datapath(input           clk, rst,
                input[2:0]      ImmSrc,
                input[3:0]      ALUControl,
                input[1:0]      ResultSrc,
                input           IRWrite, RegWrite, JALR_LSB,
                input[1:0]      ALUSrcA, ALUSrcB,
                input           AddrSrc, 
                input           PCWrite,
                input[31:0]     ReadData,
                output          Zero, Cout, ALUb31,
                output[31:0]    Addr, 
					 output[31:0]	  WriteData, 
					 output[31:0]    Instr, PC, Result, ALUOut, ALUResult, rd1, rd2, ImmExt, srcA, srcB,
					 output[4:0]	  rs1, rs2, rd);
wire [31:0] A, Data, OldPC;
assign rs1 = Instr[19:15];
assign rs2 = Instr[24:20];
assign rd =  Instr[11: 7];
flipflopen          PCflop(clk, rst, PCWrite, Result, PC);
mux2                addrmux(PC, Result, AddrSrc, Addr);
flipflopen          OldPCflop(clk, rst, IRWrite, PC, OldPC);
flipflopen          instflop(clk, rst, IRWrite, ReadData, Instr);
flipflop            dataflop(clk, rst, ReadData, Data);
register_file       regfile(clk, RegWrite, Instr[19:15], Instr[24:20], Instr[11:7], Result, rd1, rd2);
flipflop            regfileflop1(clk, rst, rd1, A);
flipflop            regfileflop2(clk, rst, rd2, WriteData);
immgen              extend(Instr[31:7], ImmSrc, ImmExt);
mux3                srcAmux(PC, OldPC, A, ALUSrcA, srcA);
mux3                srcBmux(WriteData, ImmExt, 32'd4, ALUSrcB, srcB);
ALU                 alu(srcA, srcB, ALUControl, JALR_LSB, ALUResult, Zero, ALUb31, Cout);
flipflop            ALUflop(clk, rst, ALUResult, ALUOut);
mux3                resultmux(ALUOut, Data, ALUResult, ResultSrc, Result);
endmodule
module imm_dec(input[6:0]       op,
               output reg[2:0]  ImmSrc);
    always @(*) begin
        casez (op)
            7'b0110011: ImmSrc = 3'bxxx;  
            7'b0010011: ImmSrc = 3'b000;  
            7'b0000011: ImmSrc = 3'b000;  
            7'b0100011: ImmSrc = 3'b001;  
            7'b1100011: ImmSrc = 3'b010;  
            7'b1101111: ImmSrc = 3'b011;  
            7'b1100111: ImmSrc = 3'b000;  
            7'b0?10111: ImmSrc = 3'b100;  
            default:    ImmSrc = 3'bxx; 
        endcase
    end
endmodule
module immgen(input[31:7]          instr,
              input[2:0]           immsrc,
              output reg[31:0]     immgen);
always @(*) begin
    case(immsrc)
        3'b000:   immgen = {{20{instr[31]}}, instr[31:20]};
        3'b001:   immgen = {{20{instr[31]}}, instr[31:25], instr[11:7]};
        3'b010:   immgen = {{20{instr[31]}}, instr[7], instr[30:25], instr[11:8], 1'b0};
        3'b011:   immgen = {{12{instr[31]}}, instr[19:12], instr[20], instr[30:21], 1'b0};
        3'b100:   immgen = {instr[31:12], 12'b0};
        default: immgen = 32'bx;
    endcase
end
endmodule
module register_file(input          clk, we,
                     input[4:0]     rs1_add, rs2_add, rd_add,
                     input[31:0]    wr_data,
                     output[31:0]   rd1, rd2);
reg [31:0] registers[0:31];
integer i;
initial begin
    for (i = 0; i < 32; i = i + 1) begin
        registers[i] = 0;
    end
end
always @(posedge clk) begin
    if (we) registers[rd_add] <= wr_data;
end
assign rd1 = (rs1_add == 0) ? 0 : registers[rs1_add];
assign rd2 = (rs2_add == 0) ? 0 : registers[rs2_add];
endmodule
module riscv_multicycle(input           clk, rst,
                        output[31:0]    WriteData, ReadData, PC, Result, Instr,
								output[3:0]		 state,
								output 			 RegWrite, PCWrite, Branch, MemWrite);
wire [2:0] MemOp, ImmSrc;
wire AddrSrc;
wire [31:0] Addr;
processor MultiCycleProcessor(
    .clk(clk),
    .rst(rst),
    .ReadData(ReadData),
    .MemWrite(MemWrite),
    .Addr(Addr),
    .WriteData(WriteData),
    .MemOp(MemOp), .AddrSrc(AddrSrc),
	 .PC(PC),
	 .Instr(Instr),
	 .Result(Result),
	 .ALUResult(ALUResult),
    .ALUOut(ALUOut),
	 .rd1(rd1), .rd2(rd2), .rs1(rs1), .rs2(rs2), .rd(rd),
	 .ALUSrcA(ALUSrcA), .ALUSrcB(ALUSrcB), .ALUControl(ALUControl), .ResultSrc(ResultSrc),
	 .RegWrite(RegWrite),
	 .ImmSrc(ImmSrc),
	 .ImmExt(ImmExt), .srcA(srcA), .srcB(srcB), .PCWrite(PCWrite), .Branch(Branch), .state(state)
);
memory Memory(
    .clk(clk),
    .we(MemWrite), .AddrSrc(AddrSrc),
    .MemOp(MemOp),
    .addr(Addr),
    .wd(WriteData),
    .rd(ReadData)
);
endmodule
module processor(input              clk, rst,
                 input[31:0]        ReadData,
                 output             MemWrite,
                 output[2:0]        MemOp, ImmSrc,
                 output[31:0]       Addr, WriteData, PC, Result, ALUOut, ALUResult, Instr, rd1, rd2, ImmExt, srcA, srcB,
					  output[4:0]		   rs1, rs2, rd,
					  output[1:0]			ALUSrcA, ALUSrcB, ResultSrc, 
					  output[3:0]			ALUControl, state,
					  output 				RegWrite, PCWrite, Branch, AddrSrc);
wire            Zero, Cout, ALUb31, IRWrite, JALR_LSB;
control Controller(
    .clk(clk), .rst(rst), .op(Instr[6:0]), .funct3(Instr[14:12]), .funct7b5(Instr[30]), 
    .Zero(Zero), .Cout(Cout), .ALUb31(ALUb31), .PCWrite(PCWrite), .AddrSrc(AddrSrc), .MemWrite(MemWrite), .IRWrite(IRWrite), 
    .ResultSrc(ResultSrc), .ALUControl(ALUControl), .ALUSrcA(ALUSrcA), .ALUSrcB(ALUSrcB), 
    .ImmSrc(ImmSrc), .RegWrite(RegWrite), .JALR_LSB(JALR_LSB), .MemOp(MemOp), .Branch(Branch), .state(state)
);
datapath Datapath(
    .clk(clk), .rst(rst), .ImmSrc(ImmSrc), .ALUControl(ALUControl), .ResultSrc(ResultSrc),
    .IRWrite(IRWrite), .RegWrite(RegWrite), .JALR_LSB(JALR_LSB), .ALUSrcA(ALUSrcA), .ALUSrcB(ALUSrcB),
    .AddrSrc(AddrSrc), .PCWrite(PCWrite), .ReadData(ReadData), .Zero(Zero), .Cout(Cout), .ALUb31(ALUb31),
    .Addr(Addr), .WriteData(WriteData), .Instr(Instr), .PC(PC), .Result(Result), .ALUOut(ALUOut), .ALUResult(ALUResult), .rd1(rd1), .rd2(rd2), .rs1(rs1), .rs2(rs2), .rd(rd),
	 .ImmExt(ImmExt), .srcA(srcA), .srcB(srcB)
);
endmodule
```

## flow/run.sh

```bash
#!/bin/bash
# OpenROAD 26Q1-2900-gdf79404cd8, Yosys 0.63+post, stock flow scripts
make -C /OpenROAD-flow-scripts/flow DESIGN_CONFIG=/design/flow/config.mk WORK_HOME=/design/flow/orfs finish
```

## flow/config.mk

```make
export PLATFORM = sky130hd
export DESIGN_NAME = processor
export DESIGN_NICKNAME = processor
export VERILOG_FILES = /design/flow/design.v
export SDC_FILE = /design/flow/constraint.sdc
export NUM_CORES = 4
export LEC_CHECK = 1
export CORE_UTILIZATION = 40
```

## flow/constraint.sdc

```tcl
current_design processor

set clk_period 37.5
set clk_io_pct 0.2

create_clock -name clk0 -period $clk_period [get_ports {clk}]

set non_clock_inputs [all_inputs -no_clocks]
set_input_delay [expr $clk_period * $clk_io_pct] -clock clk0 $non_clock_inputs
set_output_delay [expr $clk_period * $clk_io_pct] -clock clk0 [all_outputs]
```

==> impl_metrics.ini <==
; synthesis and place-and-route metrics
[clocking]
cts.path.max_buffers = 3
tritoncts = built
cts_setup_buffers = 0
ctsHtreeMaxLevel = 4
path_clk_slew_ns = 0.06
post_cts_resize_count = 0
clockRootBuffer = clkbuf_16
numCtsBuffers = 139
cts_hold_buf = 0
clock_latency_ns = 0.79

[global_routing]
grt_pass1_wl_um = 424600
grt_max_degree = 88
grt_usage = 0.3898
grt_pass1_vias = 51260
antenna_found_initial = 12
gr-total-overflow = 0

[outcome]
outcome = finished clean

[synth]
netlist_area_sq_um = 68290
topCellsByArea = edfxtp_1, mux4_2, dfrtp_1, mux2i_1, mux2_2
synth_chip_area_sq_um = 68290
yosysTopAreaCell = edfxtp_1
yosysCellCount = 4631
syn_avg_cell_area_sq_um = 14.75
synthCells = 4631
ff_type = edfxtp_1
yosys_register_bits = 1274
synth_cell_types = 105
async_flop_share = 0.1758
yosysTopAreaCellShare = 0.4503
synth-edff-count = 1024
ys_warn_count = 8

[timing]
worstMarginPinSlew_ns = 1.022
period_minus_slack_ns = 18.28
finClkSkew_ns = 0.03158
timing.final.crit_share = 0.4873
rsz0062_at_grt = no
unclocked_pins = 22
maxSlewHeadroom = 0.3112
fmax_mhz = 54.72
slew_viol_final = 0
untimed_endpoints = 38
finalHoldViolations = 0
tns_ns = 0
setup_viol = 0
setup_ws_ns = 19.22

[floorplan]
coreArea_sq_um = 169500
fp_util = 0.4030
chipWidth_um = 415.2
die_area_sq_um = 172400
core.rowCount = 151
fp.dieH_um = 415.2
ios = 458

[critical_path]
crit_top_cell = nand2_1
required_ns = 30.00
cpPeakStageDelay_ns = 0.81
cp_top_family = simple AND/OR/NAND/NOR gates
crit_fanout = 23
r2r_slack_ns = 26.94
critPathCaptureType = primary output
cp-start-kind = flip-flop
worstPathArrival_ns = 10.78
setup.worst_path.class = reg2out
crit_slowest_cell = nor3_1
path_buffers = 4

[placed_design]
dp_hpwl_um = 215900
place.gp.congestion = 1.058
io_buffers = 457
place_inst = 7187
pre_cts_slack_ns = 20.39

[job]
warnings = 94
cap_violations = 0

[layout]
area_growth_pct = 18.82
drive_gt1_frac = 0.2691
final_util = 0.4788
layoutNonFillerInstCount = 7441

[route]
drc = 0
first_iter_violations = 4498
routed_wl_um = 308700
drtAntennaViolNets = 0
viasPerCell = 6.568
firstDrtPassIters = 8
route.vias.total = 48870
wl_per_cell_um = 41.49

[power_and_ir_drop]
peakVddDrop_mv = 0.04138
powerDensity_nw_per_um2 = 57.36
p_leak_uw = 0.02760

[hold_path]
min_path_type = reg2reg
through the flow:
stage | area (sq um) | power (uW) | hold WS (ns)
floorplan | 68290 | 2411 | 0.4750
global placement | 76660 | 3303 | 0.4834
detailed placement | 76660 | 3294 | 0.4901
CTS | 81140 | 4642 | 0.5038
global route | 81140 | 4794 | 0.5169
finish | 81140 | 4654 | 0.5015
logic make-up (layout without fill, tap and decap cells):
| logic type | after synthesis | count (layout) | synth area share |
|---|---|---|---|
| fa+ha+maj | 105 | 105 | 0.01942 |
| xor+xnor | 25 | 25 | 0.003206 |
| compound gates | 868 | 868 | 0.08569 |
| latches | 22 | 22 | 0.004837 |
| mux | 947 | 947 | 0.2602 |
| flops | 1252 | 1252 | 0.5335 |
| simple gates | 892 | 892 | 0.06147 |
| other cells | 0 | 2 | 0 |
| buf+inv | 520 | 1110 | 0.03164 |
worst paths after layout:
check                                          from                       end  depth (start not counted)
setup / recovery             Datapath.instflop.q[2]                   PCWrite                         26
hold / removal             Datapath.OldPCflop.q[22]  Datapath.OldPCflop.q[22]                          1
setup reg to reg             Datapath.instflop.q[2]     Datapath.PCflop.q[16]                         27
hold reg to reg            Datapath.OldPCflop.q[22]  Datapath.OldPCflop.q[22]                          1
max in group asynchronous                       rst   Datapath.instflop.q[17]                          5
min in group asynchronous                       rst   Datapath.dataflop.q[25]                          2
layer usage:
layer,vias up,GRT usage,wire length (um)
li1,19810,-,-
met1,24960,0.4839,101700
met2,3385,0.5651,142800
met3,693,0.2148,42640
met4,18,0.1971,21040
met5,-,0.02278,563
final cells by class:
cell class	count	area [sq um]
clock buffer	186	3850
inverter	131	499.2
multi-input combinational	2837	29890
timing repair buffer	727	6676
antenna	2	5.005
sequential	1274	36820
clock inverter	66	631.9
fill	14460	88330
tap	2218	2775
report_power, final:
part           switching (uW)  internal, uW  total, uW
Sequential               91.5          1700       1790
Combinational             954           558       1510
Clock                     575           774       1350
Total                    1620          3030       4650
layout by cell type, fill, tap and decap left out, types with 15 or more instances in the layout:
master,instances
o22ai_1,48
nor2_4,34
nor4_1,21
clkbuf_1,32
a21o_1,33
nand3_1,123
or3_1,21
dfrtp_1,214
ha_1,102
xnor2_1,19
edfxtp_1,1024
clkdlybuf4s50_1,457
o211ai_1,105
nand4_1,25
o31ai_1,15
mux2_2,123
mux2i_1,157
buf_4,264
o221ai_1,21
nand2b_1,17
nor3_1,50
clkinv_1,23
nor2b_1,17
a31oi_1,34
nand2_1,218
dlxtn_1,15
clkbuf_16,143
inv_1,121
o21ai_0,140
o21ai_2,18
clkinv_2,17
a211oi_1,70
a221oi_1,19
mux4_2,640
mux2_4,26
nor2_1,269
a21oi_1,166
registers in the layout (all words and copies together) (netlist names), 17 cells and up:
register                      flops
Controller.stateFSM.controls     17
Datapath.PCflop.q                32
Datapath.ALUflop.q               32
Datapath.dataflop.q              32
Datapath.OldPCflop.q             32
Datapath.regfileflop2.q          32
Datapath.instflop.q              32
Datapath.regfileflop1.q          32
Datapath.regfile.registers     1024
synth_stat cells (17+ instances only):
cell type  instances
a211oi_1          71
a21o_1            33
a21oi_1          169
a221oi_1          19
a31oi_1           34
buf_1             80
buf_2             38
buf_4             22
clkbuf_1         242
dfrtp_1          224
dlxtn_1           22
edfxtp_1        1024
ha_1             102
inv_1            122
mux2_2           123
mux2_4            26
mux2i_1          158
mux4_2           640
nand2_1          218
nand2b_1          17
nand3_1          123
nand4_1           25
nor2_1           305
nor2b_1           18
nor3_1            52
nor4_1            22
o211ai_1         105
o21ai_0          168
o221ai_1          21
o22ai_1           48
or3_1             21
xnor2_1           19
Power is estimated from default activity; no workload was simulated.
