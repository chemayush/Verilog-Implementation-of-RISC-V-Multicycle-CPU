==> /design/flow/design.v <==
module mux2(input[31:0]   a,
            input[31:0]   b,
            input         sel,
            output[31:0]  y);
assign y = sel ? b : a;
endmodule
module mux3(input[31:0]   a,
            input[31:0]   b,
            input[31:0]   c,
            input[ 1:0]   sel,
            output[31:0]  y);
assign y = sel[1] ? c : (sel[0] ? b : a);
endmodule
module mux4(input[31:0]   a,
            input[31:0]   b,
            input[31:0]   c,
            input[31:0]   d,
            input[ 1:0]   sel,
            output[31:0]  y);
assign y = sel[1] ? (sel[0] ? d : c) : (sel[0] ? b : a);
endmodule
module flipflop(input            clk, rst,
                input[31:0]      d,
                output reg[31:0] q);
always @(posedge clk or posedge rst) begin
    if (rst) q <= 0;
    else     q <= d;
end
endmodule
module flipflopen(input            clk, rst, en,
                 input[31:0]      d,
                 output reg[31:0] q);
always @(posedge clk or posedge rst) begin
    if (rst)        q <= 0;
    else if (en)    q <= d;
end
endmodule
==> /design/flow/run.sh <==
#!/bin/bash
# OpenROAD 26Q1-2900-gdf79404cd8, Yosys 0.63+post, stock flow scripts
make -C /OpenROAD-flow-scripts/flow DESIGN_CONFIG=/design/flow/config.mk WORK_HOME=/design/flow/orfs finish
==> /design/flow/config.mk <==
export PLATFORM = sky130hd
export DESIGN_NAME = mux4
export DESIGN_NICKNAME = mux4
export VERILOG_FILES = /design/flow/design.v
export SDC_FILE = /design/flow/constraint.sdc
export NUM_CORES = 4
export LEC_CHECK = 1
export CORE_AREA = 10 10 95 95
export DIE_AREA = 0 0 105 105
==> /design/flow/constraint.sdc <==
current_design mux4

set clk_period 1.5
set clk_io_pct 0.2

create_clock -name clk0 -period $clk_period

set non_clock_inputs [all_inputs -no_clocks]
set_input_delay [expr $clk_period * $clk_io_pct] -clock clk0 $non_clock_inputs
set_output_delay [expr $clk_period * $clk_io_pct] -clock clk0 [all_outputs]
==> run summary <==
run metrics: status complete, but fails checks, failing checks setup timing, antenna violations before repair 1, Net Sw Power around 0.00016 W, top cells by area mux4_2 83%, buf_12 7.4%, mux4_1 6.5%, Seq/Total Area, Yosys 0%, Row Count 30, Area after DPL 0.002525 mm2, Top Layout Cells 128 x dlygate4sd2_1, 32 x mux4_2, 30 x buf_2, 8 x buf_6, 4 x buf_12, crit-path max FO 5, vias in the first global route 1,533, Via density 4.017, worst hold path endpoint y[27], largest net degree at the start of global routing 17, DRC Markers 0, cycle use final 104.9%, Flop Count 0, Peak VDD IR just under 0.09 mV, Slew Limit Headroom a little under 90%, Commonest Layout Cell dlygate4sd2_1, GRT overflow 0, Die ar. 0.01103 mm2, first-pass GRT wire length 9901 um, Routed Antenna Nets 0, drt total wl 6812 um, Pre-antenna DRT Iters 4, Yosys warning count 0, Clock Power Share 0%, Distinct cells, synth 5, non-filler cells, final 302, Int Pwr 0.0004165 W, HP Start a[27], delay of the slowest critical-path stage roughly 0.51 ns, Worst Max-Slew Pin Slew 0.1609 ns, Critical Path, Cell by Cell buf_12 > buf_12 > buf_6 > mux4_2 > buf_2, RD Place Congestion 0.8532, CP delay by family, top multiplexers, Cells after Synth 39, layout cells sized above 1 37.56%, Most common cell on crit path buf_12, Hold Vio Cnt, Final 0, Critical Path AT 1.27 ns, Peak Freq 0.6355 GHz, RSZ-0062 raised after global routing yes, Layout area overhead 188.2%, Die Wd around 110 um, clock buffers 0, # hold bufs at CTS 0, Final Max-Slew Violation Tally 0, CP max-delay cell mux4_2, input/output buffers 162, post-layout util 33.99%, yosys synthesis chip area 814.5 um2, Max-Cap Viols 0, Comb pwr share 100.0%, number of cells in Yosys stat 39, Total GRT Usage between 10% and 20%, Hold Crit Depth 3, Leak between 1 and 1.5 nW, # placed instances 293, mapped cell area 814.5 um2, power per cell area 245.5 mW/mm2, 1st-iter DRT viols 8, switch share 27.72%, final hold slack 1.084 ns, Worst setup EP type output pin, design area ~0.0023 mm2, die extent in y 105 um, Seq. cell area 0 um2, leading area contributor after synthesis mux4_2, post-DP HPWL slightly above 6000 um, WP buf/inv 4, critical path class primary input to output pin, # setup viols final 10, drt wl/cell ~23 um, Final Critical Period 1.574 ns, vias 1,213, average size of a mapped cell 20.89 um2, Ports around 160, Final WS setup -0.07352 ns, crit path DRT 1.20 ns, Tool Warnings 34, total core area just under 0.007 mm2, Flop pwr share 0%, Worst setup SP type primary input, Pre-Place Util between 10% and 20%, HP Class primary input to output pin, Area leader share 82.95%
[tightest hold or removal path: cells and delay by family]
family | cells | cell delay (ns)
buffers and inverters | 2 | 0.28
multiplexers | 1 | 0.21
[per-stage QoR]
stage / setup slack (ns) / TNS (ns) / power [W]
6_report: -0.07352 / -0.5266 / 0.0005763
5_1_grt: -0.1059 / -1.213 / 0.0006255
4_1_cts: -0.07994 / -0.6819 / 0.0005911
3_5_place_dp: -0.6420 / -19.23 / 0.0007414
3_3_place_gp: -0.6463 / -19.22 / 0.0007414
2_1_floorplan: 0.1827 / 0 / 0.0001885
[area by class of cell]
class	instances	area [um2]
Fill cell	749	4559
Timing Repair Buffer	173	1504
Multi-Input combinational cell	32	720.7
Tap cell	96	120.1
Antenna cell	1	2.502
[Yosys cell counts, drive strengths merged]
library cell,count
mux4,32
buf,7
[cells by family (layout without fill, tap and decap cells)]
family,after synthesis,after routing,share of synthesized area [%]
buffers and inverters,7,173,10.60
other,0,1,0
multiplexers,32,32,89.40
[how the worst max path moves through the flow]
stage	start	endpoint	depth (start not counted)
global route	sel[0]	y[26]	5
finish	sel[0]	y[29]	5
CTS	sel[0]	y[26]	5
[metal layers]
layer / up-vias / track usage (%) / part of all wire, % / wire length [um]
met4: 0 / 0 / 0 / 0
met1: 588 / 13.70 / 39 / 2667
met2: 84 / 21.26 / 51 / 3476
met3: 0 / 4.720 / 9.8 / 668
met5: - / 0 / 0 / 0
li1: 541 / - / - / -
[power by group through the flow]
stage                        Clock, W  Sequential [W]  Combinational, W
after CTS                           0               0          0.000591
after global routing  0.0000000000890               0          0.000625
final                 0.0000000000891               0          0.000576
[timing repair]
action / 4_1_cts / 5_1_grt
gates resized: 251 / 0
gates cloned: 2 / 0
endpoints found under the setup margin: 32 / 28
buffers inserted: 6 / 0
Power and IR drop assume default switching activity.
